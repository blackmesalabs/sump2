File: ./design.v
`default_nettype none  
module deep_sump #
(
  parameter depth_len  =  65536,
  parameter depth_bits =  16
)
(
  input  wire                  reset,
  input  wire                  clk_cap,
  input  wire                  clk_lb,
  input  wire                  ds_trigger,
  input  wire [31:0]           ds_events,
  input  wire [5:0]            ds_cmd_cap, 
  input  wire [5:0]            ds_cmd_lb, 
  input  wire                  ds_rd_req,
  input  wire                  ds_wr_req,
  input  wire [31:0]           ds_wr_d, 
  output reg  [31:0]           ds_rd_d,
  output reg                   ds_rd_rdy,
  output reg                   ds_rle_pre_done, 
  output reg                   ds_rle_post_done, 
  output wire [31:0]           ds_user_cfg,
  output reg  [63:0]           a_di,
  output reg  [depth_bits-1:0] a_addr,
  output reg                   a_we,
  input  wire                  a_overrun,
  input  wire [63:0]           b_do,
  output reg  [depth_bits-1:0] b_addr,
  output reg                   b_rd_req 
);
  wire [31:0]             zeros;
  wire [31:0]             ones;
  wire [31:0]             ds_user_mask;
  reg  [5:0]              ctrl_cmd_lb;
  reg  [5:0]              ctrl_cmd_loc;
  reg  [5:0]              ctrl_cmd_loc_p1;
  wire [4:0]              ctrl_rd_page;
  reg                     rd_ptr_inc;
  reg                     rd_ptr_load;
  reg                     triggered_jk;
  reg  [depth_bits-1:0]   trigger_ptr;
  reg  [31:0]             ctrl_1b_reg;
  reg  [31:0]             ctrl_1c_reg;
  reg  [31:0]             ctrl_1e_reg;
  reg  [31:0]             ctrl_1f_reg;
  reg  [31:0]             ram_rd_d;
  reg  [31:0]             events_p1;
  reg  [31:0]             events_p2;
  reg  [31:0]             rle_time;
  reg  [31:0]             rle_time_p1;
  reg                     rle_wd_sample;
  reg  [7:0]              rle_wd_cnt;
  reg                     rle_wd_jk;
  reg                     rle_wd_long;
  reg                     rle_wd_short;
  reg                     rle_pre_jk;
  reg                     rle_done_jk;
  reg                     overrun_err_jk;
  reg  [7:0]              erase_cnt;
  assign zeros = 32'd0;
  assign ones  = 32'hFFFFFFFF;
always @ ( posedge clk_cap ) begin : proc_in   
  ctrl_cmd_loc <= ds_cmd_cap[5:0];
  ctrl_cmd_loc_p1 <= ctrl_cmd_loc[5:0];
  events_p1    <= ds_events[31:0] & ~ ds_user_mask[31:0];
  events_p2    <= events_p1[31:0];
end  
always @ ( posedge clk_cap ) begin : proc_rle  
  a_we        <= 0;
  rle_time_p1 <= rle_time[31:0];
  a_di[31:0]  <= events_p1[31:0];
  a_di[63:32] <= rle_time[31:0];
  if ( rle_wd_jk == 0 ) begin 
    rle_wd_sample  <= rle_wd_long;
  end else begin
    rle_wd_sample  <= rle_wd_short;
  end
  if (          depth_len >= 1048576 ) begin
    rle_wd_long  <= rle_time[ 9] & ~ rle_time_p1[ 9];
    rle_wd_short <= rle_time[ 8] & ~ rle_time_p1[ 8];
  end else if ( depth_len >= 65536 ) begin
    rle_wd_long  <= rle_time[11] & ~ rle_time_p1[11];
    rle_wd_short <= rle_time[ 8] & ~ rle_time_p1[ 8];
  end else if ( depth_len >= 16384 ) begin
    rle_wd_long  <= rle_time[13] & ~ rle_time_p1[13];
    rle_wd_short <= rle_time[ 8] & ~ rle_time_p1[ 8];
  end else begin
    rle_wd_long  <= rle_time[15] & ~ rle_time_p1[15];
    rle_wd_short <= rle_time[ 8] & ~ rle_time_p1[ 8];
  end
  if ( ctrl_cmd_loc == 6'h01 ) begin
    if ( a_overrun == 1 ) begin
      overrun_err_jk <= 1;
    end
    rle_time <= rle_time[31:0] + 1;
    if ( triggered_jk == 0 ) begin
      a_addr[depth_bits-1] <= 0; 
      if (                      rle_wd_sample == 1 ||
           ( events_p1 != events_p2[31:0] ) ) begin
        a_we <= 1;
        a_addr[depth_bits-2:0] <= a_addr[depth_bits-2:0] + 1; 
        if ( events_p1 == events_p2[31:0] ) begin
          if ( rle_wd_cnt == 8'hFF ) begin
            rle_wd_jk  <= 1; 
          end else begin
            rle_wd_cnt <= rle_wd_cnt[7:0] + 1; 
          end
        end else begin
          rle_wd_cnt <= 8'd0; 
          rle_wd_jk  <= 0;    
        end
        if ( a_addr[depth_bits-2:0] == ones[depth_bits-2:0] ) begin
          rle_pre_jk <= 0; 
          rle_wd_jk  <= 0;
          rle_wd_cnt <= 8'd0;
        end
      end
    end else if ( triggered_jk == 1 && rle_done_jk == 0 ) begin
      if ( ( events_p1 != events_p2[31:0] ) || ( rle_wd_sample == 1) ) begin
        a_we <= 1;
        a_addr[depth_bits-2:0] <= a_addr[depth_bits-2:0] + 1; 
        if ( events_p1 == events_p2[31:0] ) begin
          if ( rle_wd_cnt == 8'hFF ) begin
            rle_wd_jk  <= 1; 
          end else begin
            rle_wd_cnt <= rle_wd_cnt[7:0] + 1;
          end
        end else begin
          rle_wd_cnt <= 8'd0;
          rle_wd_jk  <= 0; 
        end
        if ( a_addr[depth_bits-2:0] == ones[depth_bits-2:0] ) begin
          rle_done_jk            <= 1; 
          a_we                   <= 0;
          a_addr[depth_bits-2:0] <= a_addr[depth_bits-2:0];
        end
        if ( a_addr[depth_bits-1] == 0 ) begin
          a_addr[depth_bits-1]   <= 1; 
          a_addr[depth_bits-2:0] <= zeros[depth_bits-2:0];
        end
      end
    end
    if ( rle_pre_jk == 0 && ds_trigger == 1 && triggered_jk == 0 ) begin
      triggered_jk <= 1;
    end
    if ( a_we == 1 && a_addr[depth_bits-1] == 0 ) begin
      trigger_ptr  <= a_addr[depth_bits-1:0]; 
    end
  end else if ( ctrl_cmd_loc == 6'h02 ) begin
    overrun_err_jk <= 0;
    rle_time       <= 32'd0; 
    rle_pre_jk     <= 1;
    rle_done_jk    <= 0;
    rle_wd_jk      <= 0;
    rle_wd_cnt     <= 8'd0;
    triggered_jk   <= 0;
    erase_cnt      <= erase_cnt[7:0] + 1;
    a_di[31:0]     <= 32'hA5A5A5A5;
    a_di[63:32]    <= 32'hA5A5A5A5;
    if ( erase_cnt == 8'd0 ) begin
      a_we   <= 1;
      a_addr <= a_addr[depth_bits-1:0] + 1;
    end 
  end
  if ( ctrl_cmd_loc != 6'h02 && ctrl_cmd_loc_p1 == 6'h02 ) begin
    a_addr         <= zeros[depth_bits-1:0];
  end
  ds_rle_pre_done  <= ~ rle_pre_jk;
  ds_rle_post_done <=   rle_done_jk;
  if ( reset == 1 ) begin
    a_we <= 0;
  end
end  
always @ ( posedge clk_lb ) begin : proc_lb_rd
  ctrl_cmd_lb <= ds_cmd_lb[5:0];
  ds_rd_d     <= 32'd0;
  ds_rd_rdy   <= 0;
  rd_ptr_inc  <= 0;
  rd_ptr_load <= 0;
  b_rd_req    <= 0;
  if ( ds_rd_req == 1 ) begin
    if ( ctrl_cmd_lb == 6'h19 ) begin
      ds_rd_d        <= trigger_ptr[depth_bits-1:0]; 
      ds_rd_d[31:28] <= { overrun_err_jk,rle_done_jk,triggered_jk,~rle_pre_jk};
      ds_rd_rdy      <= 1;
    end
    if ( ctrl_cmd_lb == 6'h1a ) begin
      ds_rd_d[31:0]  <= ram_rd_d[31:0]; 
      ds_rd_rdy      <= 1;
      rd_ptr_inc     <= 1; 
    end
    if ( ctrl_cmd_lb == 6'h18 ) begin
      ds_rd_d[15:8]  <= 8'd2;       
      ds_rd_d[7:0]   <= depth_bits; 
      ds_rd_rdy      <= 1;
    end
  end 
  if ( ds_wr_req == 1 ) begin
    if ( ctrl_cmd_lb == 6'h1b ) begin
      ctrl_1b_reg <= ds_wr_d[31:0];
      rd_ptr_load <= 1;
    end
    if ( ctrl_cmd_lb == 6'h1c ) begin
      ctrl_1c_reg <= ds_wr_d[31:0];
    end
    if ( ctrl_cmd_lb == 6'h1e ) begin
      ctrl_1e_reg <= ds_wr_d[31:0];
    end
    if ( ctrl_cmd_lb == 6'h1f ) begin
      ctrl_1f_reg <= ds_wr_d[31:0];
    end
  end
  if ( rd_ptr_inc  == 1 ) begin 
    b_addr   <= b_addr[depth_bits-1:0] + 1;
    b_rd_req <= 1;
  end 
  if ( rd_ptr_load == 1 ) begin 
    b_addr   <= ctrl_1b_reg[depth_bits-1:0];
    b_rd_req <= 1;
  end 
  if ( reset == 1 ) begin
    b_rd_req <= 0;
  end 
  case( ctrl_rd_page[4:0] )
    5'H00   : ram_rd_d <= b_do[31:0];    
    5'H01   : ram_rd_d <= b_do[63:32];   
    default : ram_rd_d <= b_do[31:0];    
  endcase
end  
  assign ctrl_rd_page = ctrl_1c_reg[4:0];
  assign ds_user_mask = ctrl_1e_reg[31:0];
  assign ds_user_cfg  = ctrl_1f_reg[31:0];
endmodule  
File: ./run.sh
#!/bin/bash
# OpenROAD 26Q1-2900-gdf79404cd8, Yosys 0.63+post, stock flow scripts
make -C /OpenROAD-flow-scripts/flow DESIGN_CONFIG=/design/flow/config.mk WORK_HOME=/design/flow/orfs finish
File: ./config.mk
export PLATFORM = sky130hd
export DESIGN_NAME = deep_sump
export DESIGN_NICKNAME = deep_sump
export VERILOG_FILES = /design/flow/design.v
export SDC_FILE = /design/flow/constraint.sdc
export NUM_CORES = 4
export LEC_CHECK = 1
export CORE_UTILIZATION = 40
File: ./constraint.sdc
current_design deep_sump

set clk_period 7.1
set clk_io_pct 0.2

create_clock -name clk0 -period $clk_period [get_ports {clk_cap}]
create_clock -name clk1 -period $clk_period [get_ports {clk_lb}]

set non_clock_inputs [all_inputs -no_clocks]
set_input_delay [expr $clk_period * $clk_io_pct] -clock clk0 $non_clock_inputs
set_output_delay [expr $clk_period * $clk_io_pct] -clock clk0 [all_outputs]
==> changes_impl.md <==
### Changed

- Status: finished, final reports clean
- Leak: 0.00699 uW
- Post-Synth Adder-Cell Area: 0.00539
- Peak VDD IR: about 180 uV
- Drt drc: 0
- Largest net degree at the start of global routing: 64
- Max Slew Vio Count: 0
- Yosys Instances: roughly 1100
- Critical Path Start Type: flip-flop
- Flop pwr share: 0.522
- CTS sink count: 408
- Die W: between 150 and 200 um
- Yosys aoi share: 0.0424
- Placed wire-length estimate: 22200 um
- Synthesis-to-layout area growth: 35.9%
- Tool Warnings: 27
- Chip area: between 30000 and 40000 um2
- Share of the synthesized area in the top cell type: 0.366
- Post-CTS setup buffers: 0
- Synth Area in Simple Gates: 0.151
- Worst Path Required: 5.68 ns
- Setup repair after global routing missed its margin: no
- Post-synthesis instance total: 1063
- Vias in the first global route: 8772
- Crit. End Element: output port
- CP top delay family: buffers and inverters
- CP Class: flip-flop to output port
- Most instantiated logic cell after routing: clkdlybuf4s50_1
- Largest cells by area after synthesis: edfxtp_1, dfxtp_1, xor2_1
- Largest register FFs: 64
- TNS Setup: 0 ns
- YS warnings: 1
- CP max stage delay: 0.56 ns
- GR Util All Layers: 0.193
- XOR Share, Synth: 0.0496
- Clock Skews: 0.0114 ns
- Worst min path class: flip-flop to flip-flop
- Share of layout cells above drive strength 1: 0.0878
- Main synth FF type: dfxtp_1
- Hold Violations, Final: 0
- Sw Share: 0.197
- Register share after synthesis: 0.708
- Internal power: 3850 uW
- WP buf/inv: 1
- Top-Level Pins: around 310
- Avg Synthesized Cell Area: 13.1 um2
- Antenna-violating nets left: 0
- Router iterations before antenna repair: 4
- Largest Register: a_di
- Initial DRC count: 449
- Hold Worst Slack: 0.327 ns
- Via density: about 4.7
- Mapped Area: roughly 14000 um2
- Grt ovf: 0
- Critical path cell sequence: clkdlybuf4s50_1
- MI comb area: ~4000 um2
- Max cap viols: 0
- Final setup viols: 0
- Cts hold-fix bufs: 0
- Fillers: between 2000 and 3000
- Logic gate share of total power: 0.035
- Wire per inst: between 15 and 20 um
- EDFF count, synth: 170
- Slew @ Worst Pin: 0.872 ns
- Relative slew slack: 0.413
- Yosys chip area: 13900 um2
- Place WS: 3.99 ns
- Post-route worst setup slack: 4.09 ns
- Routed WL: 31800 um
- Die span in y: 189 um
- Arrival @ worst endpoint: roughly 1.6 ns
- First-pass GRT wire length: 49500 um
- CTS tree: built
- FP Rows: 67
- Core area: 33900 um2
- Post-synth regs: 408
- Post-CTS sizing: 0
- Yosys cell types: 49
- Sw Pwr: 946 uW
- Initial antenna violation count: 2
- FFs w/ async S/R, synth: 0
- Synth mux share: 0.0289
- Via count: 8887
- Critical path's slowest cell: clkdlybuf4s50_1
- Top Layout Cells: clkdlybuf4s50_1, dfxtp_1, edfxtp_1
- Antenna Cells: 0
- Starting Density: 0.411
- Yosys top cell by area: edfxtp_1
- Clock power share: 0.443
- FF+latch area: 9870 um2
- Main logic family: simple AND/OR/NAND/NOR gates
- PwrDens: 253 nW/um2
- RePlAce Congestion: 0.857
- Port buffer count: 310
- Max Fanout on Critical Path: 7
- Worst-path clk slew: 0.06 ns
[power by group through the flow]
stage         Combinational [uW]  Clock (uW)  Sequential, uW
CTS                          171        2190            2500
global route                 183        2290            2500
finish                       168        2130            2500
[area by class of cell]
type | instances | share of cell area
multi-input cells | 604 | 0.206
flip-flops and latches | 408 | 0.521
repair buffers | 320 | 0.168
clock inverters | 12 | 0.00628
well taps | 448 | 0.0296
inverters | 17 | 0.00337
clock buffers | 62 | 0.0655
[cells by family (layout without fill, tap and decap cells)]
| logic type | after synthesis | after routing |
|---|---|---|
| AND/OR/NAND/NOR | 395 | 395 |
| AND-OR/OR-AND | 88 | 88 |
| adder cells (fa/ha/maj) | 6 | 6 |
| buffers and inverters | 51 | 411 |
| flip-flops | 408 | 408 |
| multiplexers | 36 | 36 |
| XOR/XNOR | 79 | 79 |
[Yosys cell counts (18+ instances only)]
cell type / number
nor2_1: 72
a21oi_1: 18
nor3_1: 20
xor2_1: 56
mux2_2: 34
a22oi_1: 19
edfxtp_1: 170
nand2_1: 67
and2_1: 38
xnor2_1: 23
nor2b_1: 38
dfxtp_1: 238
nand3_1: 40
clkbuf_1: 30
o21ai_0: 26
and3_1: 24
nand2b_1: 34
[per-stage QoR]
step | power [uW] | util | instance area, um2 | std cells
floorplan | 2590 | - | 13900 | 1063
global placement | 2720 | 0.519 | 17600 | 1797
global route | 4970 | 0.559 | 18900 | 1871
detailed placement | 2720 | 0.519 | 17600 | 1797
finish | 4790 | 0.559 | 18900 | 1871
CTS | 4860 | 0.559 | 18900 | 1871
[worst paths after layout]
kind                            depth (start not counted)             from  slack (ns)              end
worst min-delay path                                    1  ctrl_1e_reg[29]        0.33    events_p1[29]
min in group clk1                                       1     ram_rd_d[17]        0.46      ds_rd_d[17]
worst min register to register                          1  ctrl_1e_reg[29]        0.33    events_p1[29]
worst max-delay path                                    1        a_addr[9]        4.09        a_addr[9]
max in group clk1                                       4        ds_wr_req        4.45  ctrl_1e_reg[26]
worst max register to register                          6  ctrl_cmd_loc[3]        4.51       a_addr[13]
[per-layer routing]
layer | part of all wire | vias up | track usage
met5 | 0.00075 | - | 0
met2 | 0.46 | 314 | 0.289
met3 | 0.095 | 49 | 0.0753
met1 | 0.42 | 4121 | 0.284
met4 | 0.026 | 4 | 0.0403
li1 | - | 4399 | -
Power is estimated from default activity; no workload was simulated.
